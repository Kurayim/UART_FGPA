**run.sh**
```bash
#!/bin/bash
# OpenROAD 26Q1-2900-gdf79404cd8, Yosys 0.63+post, stock flow scripts
make -C /OpenROAD-flow-scripts/flow DESIGN_CONFIG=/design/flow/config.mk WORK_HOME=/design/flow/orfs finish
```
**config.mk**
```make
export PLATFORM = sky130hd
export DESIGN_NAME = transmitter
export DESIGN_NICKNAME = transmitter
export VERILOG_FILES = /design/flow/design.v
export SDC_FILE = /design/flow/constraint.sdc
export NUM_CORES = 4
export LEC_CHECK = 1
export CORE_AREA = 10 10 102 102
export DIE_AREA = 0 0 112 112
```
**constraint.sdc**
```tcl
current_design transmitter

set clk_period 2.2
set clk_io_pct 0.2

create_clock -name clk0 -period $clk_period [get_ports {clk_50m}]

set non_clock_inputs [all_inputs -no_clocks]
set_input_delay [expr $clk_period * $clk_io_pct] -clock clk0 $non_clock_inputs
set_output_delay [expr $clk_period * $clk_io_pct] -clock clk0 [all_outputs]
```
**design.v**
```verilog
module transmitter(input wire [7:0] din,
		   input wire wr_en,
		   input wire clk_50m,
		   output reg tx,
		   output reg tx_busy);
parameter STATE_IDLE	= 2'b00;
parameter STATE_START	= 2'b01;
parameter STATE_DATA	= 2'b10;
parameter STATE_STOP	= 2'b11;
parameter  COUNT_CLK    = 434;   
reg [9:0] CounterCLK = 0;
reg [7:0] data = 8'h00;
reg [2:0] bitpos = 3'h0;
reg [1:0] state = STATE_IDLE;
reg StartTX = 0;
	always @(posedge clk_50m) begin
	    if(state == STATE_IDLE  && wr_en == 1'b1)
	        StartTX <= 1;
		if(state == STATE_START)
	        StartTX <= 0;
	end
	always @(posedge clk_50m) begin
		case (state)
	        STATE_IDLE: begin
	            tx <= 1'b1;
	            tx_busy <= 0;
	            if (StartTX) begin
	                state <= STATE_START;
	                data <= din;
	                bitpos <= 3'h0;
	                tx_busy <= 1;
	                CounterCLK <= 0;
	            end 
	        end
	        STATE_START: begin			
	            CounterCLK <= CounterCLK + 1'b1;
	            if(CounterCLK > COUNT_CLK)begin
	                tx <= 1'b0;
	                state <= STATE_DATA;
	                CounterCLK <= 0;
	            end
	        end
	        STATE_DATA: begin
	            CounterCLK <= CounterCLK + 1'b1;
	            if(CounterCLK > COUNT_CLK)begin
	                tx <= data[bitpos];
	                if (bitpos == 3'h7)begin
	                    state <= STATE_STOP;
	                end
	                else
	                    bitpos <= bitpos + 3'h1;
	                CounterCLK <= 0;
	            end
	        end
	        STATE_STOP: begin
	            CounterCLK <= CounterCLK + 1'b1;
	            if(CounterCLK > COUNT_CLK)begin
	                tx <= 1'b1;
	                state <= STATE_IDLE;
	                tx_busy <= 0;
	                CounterCLK <= 0;
	            end
	        end
	        default: begin
	            tx <= 1'b1;
	            state <= STATE_IDLE;
	            tx_busy <= 0;
	        end
		endcase
	end
endmodule
```
==> results.txt <==
1st-iter DRT viols: 47
Final instance count without filler cells: 217
Hold Buf Count CTS: 0
Sequential Power Share: 49.3%
Crit path DAT: 1940 ps
CTS tree: done
Pwr per Cell Area: 1300 mW/mm2
DR DRC count: 0
Crit path launch type: flop
Post-route ant nets: 0
Worst Setup Path Type: flop to flop
Vias in the first global route: 717
Inserted Diodes: 0
Clk slew on worst S/H paths: 90 ps
Cell accounting for the most synthesized area: edfxtp_1
Clock Skew: 7.78 ps
Static Leak: 0.556 nW
Flops out of synthesis: 26
Ys cells: 96
Post-Syn Area: 0.00127 mm2
Max-area cell share: 59.1%
Clock network fraction of total power: 13.6%
Hpwl dp: 1540 um
Seq share, synth: 60.7%
Gr usage total: 3.32%
Final Hold Vio Count: 0
Port bufs: 11
Combinational power share: 37.1%
# H-tree levels: 1
Min-delay worst type: flop to flop
Top cells by area: edfxtp_1, ha_1, nor2_1, mux4_2, xnor2_1
Synth Warn #: 1
Syn avg cell area: 13.2 um2
Drt wl/cell: 9.53 um
Fp_density: 15.5%
Max Cap Violations: 0
Avg Vias per Cell: 3.30
Post-Syn Instances: 96
Synth Flop Type: edfxtp_1
Pre-CTS setup slack: 197 ps
CTS sink count: 26
Via count: 716
Number of enable flip-flop cells: 25
I/O Pins: 12
Data required, critical path: 2120 ps
Unrepaired setup endpoints after global routing: no
Critical path capture point type: flop
CTS root buffer: clkbuf_8
Chip Height: 112 um
Setup Fix Bufs, Post-CTS: 0
Area growth syn-to-layout: 23.2%
WL final: 2070 um
CTS buffer count: 3
Post-CTS Resized: 0
HP Start: StartTX$_SDFFE_PP0P_
Synth async-reset ratio: 0%
Width of the die: 112 um
Max-slew violation count: 0
Clock Path Buffers: 2
Crit path max fanout: 4
Worst vdd ir: 0.000254 V
Internal power: 1.34 mW
Setup TNS: 0 ps
Clk ins delay skew pair: 270 ps
Share of cells above drive strength 1: 7.14%
Placed insts: 213
Net Sw Frac: 34.3%
Post-route minimum period: 2020 ps
Global route overflow: 0
FILL cells: 872
Largest net degree at the start of global routing: 15
Util after Layout: 19.0%
Unique cell types: 26
Worst r2r src: CounterCLK[1]$_SDFFCE_PN0P_
Status: completed
Placeable Area: 0.00822 mm2
Yosys stat area: 0.00127 mm2
Final setup fails: 0
Initial antenna violation count: 0
Switch Pwr: 0.699 mW
Final Cycle Share: 91.7%
Chip area: 0.0125 mm2
RePlAce Congestion: 0.784
Tool Warnings: 30
Num rows: 33
1st-pass router iterations: 4
First-pass GRT wire length: 3540 um
Max Fclk: 495 MHz
Total Power Consumption: 2.04 mW
Post-route setup slack: 182 ps
CP startpoint: CounterCLK[1]$_SDFFCE_PN0P_
## Yosys cell counts, types with 2 or more instances
master / n
nand3_1: 2
and3_1: 3
and2_1: 3
nor2b_1: 3
xor2_1: 2
edfxtp_1: 25
nor2_1: 17
mux4_2: 2
inv_1: 5
mux2i_1: 2
nand2_1: 2
ha_1: 9
a21oi_1: 4
xnor2_1: 5
## per-stage QoR
step	instance area (um2)	hold WS, ps
after CTS	1560	548
final	1560	540
after global routing	1560	599
after global placement	1520	513
after floorplan	1270	465
after detailed placement	1520	525
## flip-flops by register name, summed over array words and instances (netlist names)
register	count
state	2
tx	1
CounterCLK	10
data	8
tx_busy	1
bitpos	3
StartTX	1
## layout make-up
type	instances	area (um2)	share of cell area, %
Tap cell	105	131	8.40
Multi-Input combinational cell	65	480	30.7
Sequential cell	26	771	49.3
Inverter	5	18.8	1.20
Clock buffer	4	45.0	2.88
Timing Repair Buffer	12	118	7.52
## layout by cell type, fill, tap and decap left out, types with 2 or more instances in the layout
cell type	n
a21oi_1	4
nand3_1	2
edfxtp_1	25
ha_1	9
nor2_1	17
and2_1	3
mux2i_1	2
inv_1	5
xor2_1	2
mux4_2	2
clkdlybuf4s50_1	11
xnor2_1	5
and3_1	3
clkbuf_8	3
nand2_1	2
nor2b_1	3
## final timing paths
| check | end | slack, ps | cells after the start |
|---|---|---|---|
| setup / recovery | bitpos[2]$_SDFFCE_PN0P_ | 180 | 5 |
| hold / removal | StartTX$_SDFFE_PP0P_ | 540 | 2 |
| setup reg to reg | bitpos[2]$_SDFFCE_PN0P_ | 180 | 5 |
| hold reg to reg | StartTX$_SDFFE_PP0P_ | 540 | 2 |
## worst max-delay path, stage by stage (launching register included)
cell,delay (ps)
edfxtp_1,430
ha_1,200
nand2b_1,130
a211o_1,320
a21o_1,160
a211oi_1,420
## metal layers
metal,vias to the layer above,track usage (%),routed length [um]
met5,-,0,0
met4,0,1.10,68
met3,2,1.19,121
met2,10,4.55,839
met1,330,4.75,1040
li1,374,-,-
## cell families after synthesis
logic type	count (synthesis)	share of synthesized area [%]
XOR/XNOR	7	4.83
AND-OR/OR-AND	9	5.12
other	1	0.295
buffers and inverters	5	1.48
multiplexers	4	5.12
adder cells (fa/ha/maj)	9	8.87
AND/OR/NAND/NOR	35	13.6
flip-flops	26	60.7
## power by group through the flow
| stage | Sequential, mW | Clock (mW) | Combinational, mW |
|---|---|---|---|
| 4_1_cts | 1.01 | 0.284 | 0.770 |
| 5_1_grt | 1.04 | 0.307 | 0.864 |
| 6_report | 1.01 | 0.277 | 0.756 |
Power and IR drop assume default switching activity.
