`design/flow/design.v`:
```
`timescale 1ns / 1ps
module receiver(
	input wire rx,
	output reg rdy = 0,
	input wire clk_50m,
	output reg [7:0] data = 0);
parameter  ST_IDLE = 0;
parameter  ST_PACK = 1;
parameter  ST_ENDR = 2;
parameter  BIT_UAT = 10-1-1;  
parameter  MAX_SAM = 10;
parameter  MID_SAM = 5;
parameter  BUAD_RATE = 115200;
parameter  CLK_SORC  = 50000000;
parameter  CLK_SAMP  = 43;   
reg [2:0]state = ST_IDLE;
reg [3:0]NumBit = 0;
reg [3:0]NumSam = 0;
reg [9:0]ContClk = 0;
reg [3:0]AddSam = 0;
reg [9:0]Buffer = 0;
   always @(posedge clk_50m)begin
        case(state)
            ST_IDLE: begin
                if(!rx)begin
                    state <= ST_PACK;
                    ContClk <= 0;
                    NumBit <= 0;
		    NumSam <= 0;
		    AddSam <= 0;
		    Buffer <= 0;
		    rdy <= 0;
                end
            end
            ST_PACK: begin
		ContClk <= ContClk + 1;
		if(NumSam >= MAX_SAM)begin
			if(AddSam <= MID_SAM)
			    Buffer[NumBit] <= 0;
			else
			    Buffer[NumBit] <= 1;
			AddSam <= 0;
			NumSam <= 0;
			NumBit <= NumBit + 1;
			if(NumBit >= BIT_UAT)
			state <= ST_ENDR;
		end
		if(ContClk >= CLK_SAMP)begin
			ContClk <= 0;
			AddSam <= AddSam + rx;
			NumSam <= NumSam + 1;
		end
            end
            ST_ENDR: begin
		if(rx)begin
			state <= ST_IDLE;
			data <= Buffer[8:1];
			rdy <= 1;
		end
            end
            default: begin
                state <= ST_IDLE;
            end
         endcase
    end
endmodule
```
`design/flow/run.sh`:
```
#!/bin/bash
# OpenROAD 26Q1-2900-gdf79404cd8, Yosys 0.63+post, stock flow scripts
make -C /OpenROAD-flow-scripts/flow DESIGN_CONFIG=/design/flow/config.mk WORK_HOME=/design/flow/orfs finish
```
`design/flow/config.mk`:
```
export PLATFORM = sky130hd
export DESIGN_NAME = receiver
export DESIGN_NICKNAME = receiver
export VERILOG_FILES = /design/flow/design.v
export SDC_FILE = /design/flow/constraint.sdc
export NUM_CORES = 4
export LEC_CHECK = 1
export CORE_UTILIZATION = 30
```
`design/flow/constraint.sdc`:
```
current_design receiver

set clk_period 3.4
set clk_io_pct 0.2

create_clock -name clk0 -period $clk_period [get_ports {clk_50m}]

set non_clock_inputs [all_inputs -no_clocks]
set_input_delay [expr $clk_period * $clk_io_pct] -clock clk0 $non_clock_inputs
set_output_delay [expr $clk_period * $clk_io_pct] -clock clk0 [all_outputs]
```
==> summary.txt <==
Flow results are below.

- The run finished with clean final reports.
- The main area contributors are edfxtp_1 63%, ha_1 6.5%, nor2_1 4.3%.
- The aggregate negative setup slack is 0 ps, for reference.
- The slack of the worst reg-to-reg path is 1310 ps, for reference.
- Of the cells placed in the final design, the portion with a size suffix greater than 1 is 5.814%.
- Endpoints with negative setup slack in the final report add up to 0.
- The highest supply drop recorded on VDD is 0.4666 mV.
- The count of library flops with an enable pin is 41, for reference.
- The final routed wirelength across all metal layers is 2.853 mm, for reference.
- The mapped cell area is 1939 µm², for reference.
- For the worst setup path, the data required time is 3440 ps.
- The number of antenna violations at the first check in global routing is 0, for reference.
- The cell resize tally after clock tree synthesis is 0, for reference.
- The and-or/or-and share of the synthesized area is 5.806%, for reference.
- The first global-routing pass estimated 4.774 mm of wire.
- The share of the core area taken by cells at floorplan is 32.00%.
- The final weighted congestion of routability-driven global placement is 0.7484, for reference.
- The routed layout has 1103 vias.
- The timing startpoint of the critical path is NumBit[0]$_SDFFCE_PN0P_, for reference.
- The instance area at placement is 2157 µm², for reference.
- The final non-filler cell total is 247, for reference.
- The category of the worst setup path launch point is a flop, for reference.
- The leakage component of the power was reported as 0.8664 nW.
- Across the routed clock network, the largest skew measured is 5.367 ps.
- The final antenna diode tally reported by the flow is 0.
- The total power of the final layout is 1.979 mW, for reference.
- Counting tap cells, the placed design contains a total of 240 instances.
- The post-synthesis xor/xnor area fraction is 4.968%, for reference.
- The average size of a mapped cell is 12.84 µm², for reference.
- With fillers left out, the area of the finished cells amounts to 2233 µm².
- The dominant kind of combinational cell is simple AND/OR/NAND/NOR gates, for reference.
- The source of the worst register-to-register timing path is NumBit[0]$_SDFFCE_PN0P_, for reference.
- The proportion of register bits with asynchronous set or reset after synthesis is 0%, for reference.
- The cell count after synthesis came out at 151.
- The number of iterations in the first detailed-routing pass is 4, for reference.
- The area share of the largest cell type after synthesis is 63.48%, for reference.
- Logic depth along the worst register-to-register path is recorded as 6.
- The worst-case clock buffer depth is 2, for reference.
- Max-slew check failures listed in the final report amount to 0.
- The path class of the tightest hold or removal check is flop to flop.
- The clock transition at the registers of the reported paths is 70 ps, for reference.
- The die is 82.40 µm wide.
- In this run the tool buffered the top-level ports with 10 buffer cells.
- Per the synthesis report, the adder-cell share of the synthesized area is 6.452%.
- For reference, the critical path cell chain is inv_1 -> ha_1 -> or3b_1 -> a211o_1 -> mux2i_1 -> nor2_1.
- The clock sink count is 41, for reference.
- The leading cell type by number of instances after synthesis is edfxtp_1, for reference.
- Of the post-synthesis cell area, the part taken by muxes is 4.129%.
- STA lists the endpoint of the worst register-to-register path as Buffer[8]$_SDFFCE_PN0P_.
- The met3 usage in global routing is 2.676%, for reference.
- The period utilization is 61.58%, for reference.
- The post-synthesis share of cell area spent on and, or, nand and nor gates is 12.32%, for reference.
- The prevailing post-synth register cell is edfxtp_1, for reference.
- The routed design shows a wire length per standard cell of 11.55 µm.
- The total number of yosys warnings is 1, for reference.
- The number of nets still failing antenna checks after routing is 0, for reference.
- On met2, the global router reports a usage of 14.63%.
- In this run, distinct cell masters in the synthesized netlist total 28.
- The die covers 6790 µm².
- The synthesis-to-finish area growth is 15.16%, for reference.
- The power density over the cells is 886.0 nW/µm², for reference.
- The die outline height is 82.40 µm, for reference.
- The number of buffers created by CTS is 5, for reference.
- The root buffer cell chosen for the clock tree is clkbuf_8.
- The highest-utilization routing layer at the global route stage is met1, for reference.
- The end of the critical path is Buffer[8]$_SDFFCE_PN0P_, for reference.
- The report counts max-capacitance violations totalling 0.
- The via count of the first global-routing pass came to 1047.
- The deepest level of the CTS H-tree is 2, for reference.
- 11 I/O pins were placed.
- In this run the tools logged warnings totalling 30.
- The clock reaches the later pin of the worst-skew pair after 290 ps.
- The kind of critical path is flop to flop, for reference.
- The number of vias per cell after detailed routing is 4.466, for reference.
- The post-cts hold-fix buffer tally is 0, for reference.
- The report lists the number of standard-cell rows as 28.
- The fmax is 477.6 MHz, for reference.
- By count the netlist is led by 41 x edfxtp_1, 22 x nor2_1, 15 x nand2_1, 11 x inv_1, 10 x ha_1.
- The critical path's slowest stage uses the library cell edfxtp_1.
- The worst setup path is captured at a flop.
- Summing the sequential cell areas from Yosys gives 63.48% of the chip area.
- The wire-length estimate of the detail-placed layout is 2.025 mm.
- The clock tree from TritonCTS is done, for reference.
- The region available for standard cell placement spans 6061 µm².
- Yosys reports a chip area of 1939 µm².
- The synth_stat.txt file lists the number of cells as 151.
- The final critical delay including setup and external delays is 2094 ps, for reference.
- Global routing used 15.37% of the available met1 tracks.
- The maximum fanout count along the critical path is 10, for reference.
- The initial DRC count is 47, for reference.
- The largest net degree at the start of global routing is 13, for reference.
- For this run, the total global-route usage over all layers was measured as 9.822%.
- Among all stages on the critical path, the maximum delay recorded is 540 ps.
- For this run the aggregate overflow at the end of global routing stands at 0.
- The number of register bits inferred by synthesis is 41, for reference.
- The number of post-CTS setup repair buffers is 0, for reference.
- Setup repair after global routing left no endpoint under its margin.
- For reference, the final report shows the hold violation count at 0.
- The arrival time of data at the critical path endpoint is 2130 ps, for reference.
- The largest total area in the synthesized netlist belongs to edfxtp_1.
- The DRC violation total left in the routed layout is recorded as 0.
-- layer usage --
metal  wire length [µm]  share of wire [%]
met1               1384                 49
met2               1298                 45
met3                123                4.3
met4                 47                1.6
met5                  0                  0
-- worst min path at each step --
| stage | start | to | slack (ps) | cells past startpoint |
|---|---|---|---|---|
| finish | Buffer[4]$_SDFFCE_PN0P_ | data[3]$_DFFE_PP_ | 460 | 0 |
| global route | Buffer[4]$_SDFFCE_PN0P_ | data[3]$_DFFE_PP_ | 470 | 0 |
| CTS | Buffer[4]$_SDFFCE_PN0P_ | data[3]$_DFFE_PP_ | 460 | 0 |
-- cells by family (layout without fill, tap and decap cells) --
family | after synthesis | after routing
and+or+nand+nor | 53 | 53
DFF | 41 | 41
AOI/OAI and AO/OA | 14 | 14
buffers and inverters | 13 | 31
xor gates and xnor gates | 11 | 11
adders and majority gates | 10 | 10
muxes | 8 | 8
other | 1 | 4
-- cells in the final DEF (no fill, tap or decap), drive strengths merged --
cell,n
a211o,1
a21o,2
a21oi,2
a41oi,1
and2,2
and3,1
buf,3
clkbuf,6
clkdlybuf4s50,10
clkinv,1
conb,4
edfxtp,41
ha,10
inv,11
mux2i,8
nand2,15
nand2b,1
nand3,6
nand3b,1
nand4bb,1
nor2,22
nor2b,1
nor3,1
nor4,1
o21a,2
o21ai,3
o31ai,1
o41ai,2
or3b,1
xnor2,6
xor2,5
-- registers in the layout, indices dropped and copies added, names as in the netlist --
register  cells
rdy           1
state         2
ContClk      10
NumBit        4
NumSam        4
AddSam        4
Buffer        8
data          8
-- critical path, delay by kind of cell, from the launching register on --
family	cells	cell delay, ps
compound gates	1	280
mux	1	180
simple gates	2	470
flops	1	540
fa+ha+maj	1	280
buf+inv	1	110
-- through the flow --
stage	worst slack (ps)	utilization (%)	hold WS [ps]
2_1_floorplan	951.3	-	426.1
3_3_place_gp	1133	35.59	432.7
3_5_place_dp	1137	35.59	438.4
4_1_cts	1322	36.85	455.2
5_1_grt	1153	36.85	469.0
6_report	1306	36.85	458.3
-- area by class of cell --
type	count	area [µm²]
fillers	576	3827
inverters	11	41.29
flip-flops and latches	41	1231
clock buffers	6	72.57
clock inverters	1	3.754
repair buffers	13	122.6
well taps	75	93.84
multi-input cells	100	668.1
-- report_power, final --
part	total, mW	switching (mW)	internal, mW
Sequential	1.03	0.162	0.870
Clock	0.288	0.149	0.138
Combinational	0.659	0.372	0.286
Power is estimated from default activity; no workload was simulated.
